$ cat flow/design.v
`timescale 1ns / 1ps
module counter 
    #(parameter count_to=10) 
    (
    input clk,
    input reset,
    output ready
    );
     reg [26:0] count = 0;
     reg enable = 0;
     always @(posedge clk) begin
        if (reset) begin
            count <= 0;
        end else begin
            count <= count + 1;
            if (count == count_to) begin
                count <= 0;
            end
        end
     end
    assign ready = (count == count_to);
endmodule
`timescale 1ns / 1ps
module seven_segment_display(
    input clk,
    input reset,
    input [15:0] data,
    output reg [7:0] seg_char,
    output reg [3:0] seg_anode
    );
    reg [1:0] cnt = 0;          
    reg [3:0] nibble = 0;       
    wire disp_cnt;
    counter #(.count_to(100000)) c(.clk(clk),
                                   .reset(reset),
                                   .ready(disp_cnt));
    always @(posedge disp_cnt) cnt <= cnt + 1;
    always @(posedge disp_cnt) begin
        case(cnt)
            2'b00: begin
                seg_anode <= 4'b1110;
                nibble    <= data[3:0];
            end
            2'b01: begin
                seg_anode <= 4'b1101;
                nibble    <= data[7:4];
            end
            2'b10: begin
                seg_anode <= 4'b1011;
                nibble    <= data[11:8];
            end
            2'b11: begin
                seg_anode <= 4'b0111;
                nibble    <= data[15:12];
            end
            default: begin
                seg_anode <= 4'b1111;
                nibble     <= 4'h0;
            end
        endcase
    end
    always @(*) begin
        case(nibble)
            4'd0:  seg_char <= 8'b1_111_1111;
            4'd1:  seg_char <= 8'b1_111_1001;
            4'd2:  seg_char <= 8'b1_010_0100;
            4'd3:  seg_char <= 8'b1_011_0000;
            4'd4:  seg_char <= 8'b1_001_1001;
            4'd5:  seg_char <= 8'b1_001_0010;
            4'd6:  seg_char <= 8'b1_000_0010;
            4'd7:  seg_char <= 8'b1_111_1000;
            4'd8:  seg_char <= 8'b1_000_0000;
            4'd9:  seg_char <= 8'b1_001_0000;
            4'd10: seg_char <= 8'b0_111_1001;
            4'd11: seg_char <= 8'b0_010_0100;
            4'd12: seg_char <= 8'b0_011_0000;
            4'd13: seg_char <= 8'b0_001_1001;
            4'd14: seg_char <= 8'b0_001_0010;
            4'd15: seg_char <= 8'b0_000_0010;
            default: seg_char <= 8'b0_1111111;
        endcase
    end
endmodule
$ cat flow/run.sh
#!/bin/bash
# OpenROAD 26Q1-2900-gdf79404cd8, Yosys 0.63+post, stock flow scripts
make -C /OpenROAD-flow-scripts/flow DESIGN_CONFIG=/design/flow/config.mk WORK_HOME=/design/flow/orfs finish
$ cat flow/config.mk
export PLATFORM = sky130hd
export DESIGN_NAME = seven_segment_display
export DESIGN_NICKNAME = seven_segment_display
export VERILOG_FILES = /design/flow/design.v
export SDC_FILE = /design/flow/constraint.sdc
export NUM_CORES = 4
export LEC_CHECK = 1
export CORE_AREA = 10 10 107 107
export DIE_AREA = 0 0 117 117
$ cat flow/constraint.sdc
current_design seven_segment_display

set clk_period 5.5
set clk_io_pct 0.2

create_clock -name clk0 -period $clk_period [get_ports {clk}]

set non_clock_inputs [all_inputs -no_clocks]
set_input_delay [expr $clk_period * $clk_io_pct] -clock clk0 $non_clock_inputs
set_output_delay [expr $clk_period * $clk_io_pct] -clock clk0 [all_outputs]
==> impl_report.txt <==
==== FLOW RESULTS ====
----------------------------------------------------
[Yosys]
  Chip area line of the yosys report ........................ 0.00187 mm^2
  Sequential area share after synthesis ........................ about two fifths
  Count of flip-flops with a built-in enable after synthesis ........................ 0
  Avg Inst Size Synth ........................ ~8.4 um^2
  Distinct lib cells ........................ 36
  Number of instances in the synthesized netlist ........................ around 220
  Most used flip-flop cell after synthesis ........................ sky130_fd_sc_hd__dfxtp_1
  Synth Register Bits ........................ 37
  Count of yosys warnings during synthesis ........................ 2
  Share of flip-flops with an asynchronous set or reset after synthesis ........................ 0%
  Yosys cell count ........................ around 220
  Syn Std Cell Area ........................ about 0.0019 mm^2

[Min path]
  Hold-critical path endpoint ........................ c.count[26]$_SDFF_PP0_
  Worst Min Path Start ........................ c.count[26]$_SDFF_PP0_
  Cell depth of the worst min-delay path ........................ 2
  Hold Path Class ........................ register to register

[GRT]
  Global-route total usage across every layer ........................ 5.55%
  Wire length of the first global-routing pass ........................ about 6.5 mm
  Maximum number of pins on one net before global-route repair ........................ 28
  Via count of the first global-routing pass ........................ about 1500
  Sum of overflow across all layers after global routing ........................ 0
  Number of antenna violations at the first check in global routing ........................ 0

[Critical path]
  Sort of element at the end of the critical path ........................ register
  Critical path data arrival time ........................ around 2.4 ns
  Reg-to-reg endpoint ........................ c.count[26]$_SDFF_PP0_
  Maximum fanout count along the critical path ........................ 11
  Worst-case reg-to-reg path depth ........................ 5
  Worst setup slack for register-to-register paths ........................ about 3.3 ns
  Required time at the endpoint of the critical path ........................ ~5.7 ns
  Critical R2R Launch ........................ c.count[0]$_SDFF_PP0_
  Crit path kind ........................ register to register
  Critical path startpoint category ........................ register

[CTS]
  CTS buffer count ........................ 3
  TritonCTS clock tree ........................ yes
  Cell at the root of the clock tree ........................ sky130_fd_sc_hd__clkbuf_8
  Later-pin clock latency in the skew report ........................ between 0.2 and 0.3 ns
  Maximum clock insertion buffer count ........................ 2
  CTS resizes ........................ 0
  Post-CTS Setup Inserts ........................ 0
  Register clock-pin slew on the reported worst setup and hold paths ........................ 0.09 ns
  Maximum level of the CTS H-tree ........................ 1
  Post-CTS Hold Buffers ........................ 0

[Timing]
  Setup repair after global routing missed its margin ........................ false
  Slew at the pin with the worst max-slew slack ........................ ~0.58 ns
  Summed negative setup slack over all endpoints ........................ 0 ns
  Worst clock skew ........................ about 0.0056 ns
  Max-slew headroom ........................ around three fifths
  Count of unclocked register or latch pins ........................ 10
  Final hold viol count ........................ 0
  Count of endpoints without a timing constraint ........................ 22
  Final setup violation count ........................ 0
  Final critical-path share of the clock period ........................ about 40%
  Slew Viols, Final ........................ 0
  Final min period ........................ about 2.2 ns
  Max Fclk ........................ around 460 MHz
  Hold Slack ........................ between 0.4 and 0.5 ns

[Finish]
  Final cell area excluding filler cells ........................ 0.00233 mm^2
  Layout cells sized above 1 ........................ under 10%
  Utilization of the core after routing ........................ between 20% and 30%
  Area growth from synthesis to final layout ........................ 24.7%
  Most common logic cells in the final layout ........................ sky130_fd_sc_hd__dfxtp_1, sky130_fd_sc_hd__clkdlybuf4s50_1, sky130_fd_sc_hd__nor2_1, sky130_fd_sc_hd__a21oi_1, sky130_fd_sc_hd__inv_1
  Most frequent logic cell in the layout ........................ sky130_fd_sc_hd__dfxtp_1
  # fillers ........................ between 900 and 1000

[Routing]
  Final routed wire length divided by cell count ........................ between 10 and 15 um
  DRC violations left ........................ 0
  Via-per-instance ratio ........................ roughly 4.5
  Remaining antenna violation count after routing ........................ 0
  TritonRoute pass-1 iters ........................ 4
  Antenna Diode Count ........................ 0
  Final wirelength ........................ 3.94 mm
  Number of vias in the routed layout ........................ 1621
  Iteration-0 DRC Markers ........................ ~140

[Run]
  Number of warnings in the stage logs ........................ 33
  Max-capacitance violation count ........................ 0

[Outcome]
  Outcome ........................ complete, no violations

[Placement]
  Buffers added on ports ........................ 29
  Gpl congestion ........................ between 0.8 and 0.9
  Half-perimeter wire length after placement ........................ just over 3 mm
  DP Area ........................ approximately 0.0023 mm^2

[Die]
  Total core area ........................ 0.00920 mm^2
  Die Ht ........................ around 120 um
  Area of the die ........................ between 0.01 and 0.015 mm^2
  Width of the die ........................ around 120 um
  Number of core rows ........................ 35
  Floorplan Utilization ........................ ~20%
  Top-level port count ........................ 30

[Pwr]
  PD cells ........................ roughly 140 mW/mm^2
  Lkg Pwr ........................ around 0.00083 uW
  Maximum vdd ir drop ........................ 0.000145 V

----------------------------------------------------
## critical path: stages (launching register included)
cell	delay (ns)
sky130_fd_sc_hd__dfxtp_1	0.43
sky130_fd_sc_hd__ha_1	0.27
sky130_fd_sc_hd__nand4_1	0.14
sky130_fd_sc_hd__or4_1	0.61
sky130_fd_sc_hd__or4_1	0.52
sky130_fd_sc_hd__a21oi_1	0.15
## registers in the layout, indices dropped and copies added (netlist names)
register and cells:
cnt 2, seg_anode 4, nibble 4, c.count 27
## area by class of cell
type / instances / area [um^2] / area share [%]
Clock buffer: 3 / 41.3 / 1.77
Timing Repair Buffer: 31 / 305 / 13.1
Tap cell: 111 / 139 / 5.95
Multi-Input combinational cell: 161 / 1040 / 44.7
Clock inverter: 1 / 5.00 / 0.214
Inverter: 16 / 60.1 / 2.57
Sequential cell: 37 / 741 / 31.7
## worst max-delay path by stage
stage,depth (start not counted),from,end
finish,5,c.count[0]$_SDFF_PP0_,c.count[26]$_SDFF_PP0_
global route,5,c.count[0]$_SDFF_PP0_,c.count[26]$_SDFF_PP0_
CTS,5,c.count[0]$_SDFF_PP0_,c.count[26]$_SDFF_PP0_
## logic make-up (layout without fill, tap and decap cells)
group           Yosys count  count (layout)  synth area share, %
simple gates             88              88                 25.4
compound gates           47              47                 15.1
flops                    37              37                 39.6
buf+inv                  24              51                 5.28
xor+xnor                 12              12                 5.62
fa+ha+maj                11              11                 7.36
mux                       3               3                 1.67
## metal layers
layer  vias up  GRT usage, %  part of all wire, %
met5         -             0                    0
met1       731          7.90                   50
li1        853             -                    -
met3         0          1.44                  6.8
met2        37          8.85                   43
met4         0        0.0824                    0
## per-stage QoR
step           setup slack, ns  power (uW)  instances
2_1_floorplan             3.63         214        222
5_1_grt                   3.16         351        360
6_report                  3.32         337        360
4_1_cts                   3.32         340        360
3_5_place_dp              3.28         230        356
3_3_place_gp              3.30         230        356
## where the power goes
| part | switching, uW | internal, uW |
|---|---|---|
| clock | 61.5 | 50.8 |
| combinational | 9.10 | 16.0 |
| sequential | 2.70 | 197 |
## synth_stat cells, types with 2 or more instances
master | instances | area, um^2
sky130_fd_sc_hd__a21oi_1 | 22 | 110
sky130_fd_sc_hd__nand4_1 | 6 | 37.5
sky130_fd_sc_hd__nand3_1 | 11 | 55.1
sky130_fd_sc_hd__or3_1 | 7 | 43.8
sky130_fd_sc_hd__mux2i_1 | 2 | 20.0
sky130_fd_sc_hd__nand3b_1 | 2 | 15.0
sky130_fd_sc_hd__o21ai_0 | 14 | 70.1
sky130_fd_sc_hd__xor2_1 | 6 | 52.6
sky130_fd_sc_hd__nand2_1 | 14 | 52.6
sky130_fd_sc_hd__inv_1 | 15 | 56.3
sky130_fd_sc_hd__xnor2_1 | 6 | 52.6
sky130_fd_sc_hd__nor2_1 | 24 | 90.1
sky130_fd_sc_hd__nor3_1 | 2 | 10.0
sky130_fd_sc_hd__dfxtp_1 | 37 | 741
sky130_fd_sc_hd__or4_1 | 6 | 45.0
sky130_fd_sc_hd__a222oi_1 | 4 | 40.0
sky130_fd_sc_hd__o31ai_1 | 4 | 30.0
sky130_fd_sc_hd__and4_1 | 2 | 17.5
sky130_fd_sc_hd__nor4_1 | 6 | 37.5
sky130_fd_sc_hd__ha_1 | 11 | 138
sky130_fd_sc_hd__clkbuf_1 | 6 | 22.5
Power and IR drop assume default switching activity.
